<file path="design/flow/config.mk">
export PLATFORM = sky130hd
export DESIGN_NAME = ALU
export DESIGN_NICKNAME = ALU
export VERILOG_FILES = /design/flow/design.v
export SDC_FILE = /design/flow/constraint.sdc
export NUM_CORES = 4
export LEC_CHECK = 1
export CORE_UTILIZATION = 40
</file>
<file path="design/flow/constraint.sdc">
current_design ALU

set clk_period 1.0
set clk_io_pct 0.2

create_clock -name clk0 -period $clk_period [get_ports {clk}]

set non_clock_inputs [all_inputs -no_clocks]
set_input_delay [expr $clk_period * $clk_io_pct] -clock clk0 $non_clock_inputs
set_output_delay [expr $clk_period * $clk_io_pct] -clock clk0 [all_outputs]
</file>
<file path="design/flow/design.v">
module ALU #(
    OP_SIZE_in = 8,
    OP_SIZE_out = OP_SIZE_in*2
) (
    input [OP_SIZE_in-1:0] a_in,
    input [OP_SIZE_in-1:0] b_in,
    input clk,
    input EN,
    input rst,
    input [2:0] op_in,
    output reg valid,
    output reg [OP_SIZE_out-1:0] alu_out
);
reg [OP_SIZE_out-1:0] alu_out_comp = 0;
reg  valid_comp;
parameter ADD = 0, SUB = 1, MULT = 2, DIV = 3;
parameter AND = 4, OR = 5, NOT = 6, XOR = 7;
always_ff @( posedge clk or negedge rst) begin
    if (!rst) begin
        alu_out <= 0;
        valid <= 0;
    end else begin
        alu_out <= alu_out_comp;
        valid <= valid_comp;
    end        
end
always_comb begin
    if (EN) begin
        valid_comp = 1;
        case (op_in)
            ADD: alu_out_comp = a_in + b_in;
            SUB: alu_out_comp = a_in - b_in;
            MULT: alu_out_comp = a_in * b_in;  
            DIV: alu_out_comp = a_in / b_in;
            AND: alu_out_comp = a_in & b_in;
            OR: alu_out_comp = a_in | b_in;
            NOT: alu_out_comp = ~a_in;
            XOR: alu_out_comp = a_in ^ b_in; 
            default: alu_out_comp = 0; 
        endcase
    end else begin
        valid_comp = 0;
        alu_out_comp = 0;
    end    
end
endmodule
</file>
<file path="design/flow/run.sh">
#!/bin/bash
# OpenROAD 26Q1-2900-gdf79404cd8, Yosys 0.63+post, stock flow scripts
make -C /OpenROAD-flow-scripts/flow DESIGN_CONFIG=/design/flow/config.mk WORK_HOME=/design/flow/orfs finish
</file>
==> results.cfg <==
; synthesis and place-and-route metrics
[critical_path]
crit_top_cell = o21a_1
crit_start = b_in[1]
endpoint = alu_out[0]
worst-path-stages = 128
required_ns = 1.12
cpPeakStageDelay_ns = 0.55
worstSetupPathType = primary input to flip-flop
cpMaxStageDelayCell = or4_4
worstPathMaxFanout = 7
crit_family = AND-OR/OR-AND gates
cp.buffers_inverters = 17
crit_arrival_ns = 22.87
end_kind = flip-flop
cp-start-kind = primary input

[hold_path]
min_path_type = primary input to async pin

[floorplanning]
coreArea_mm2 = 0.02257
fp_util = 0.4058
fp.dieH_um = 153.3
die_area_mm2 = 0.02351
io_pins = 39
die_x_um = 153.3
rows = 55

[logic_synthesis]
synth-seq-cells = 17
synthesis.area_mm2 = 0.009160
yosysWarningCount = 1
top_cell = ha_1
syn_inst = 1219
synthTopCellsByArea = ha_1 22%, fa_1 8.3%, nor2_1 5.4%
yosys_cells = 1219
netlist.area_leader.share = 0.2213
synthArstFlopShare = 1.000
yosys-stat-area_mm2 = 0.009160
synthTopCellsByCount = 162 x ha_1, 132 x nor2_1, 107 x nand2_1, 100 x inv_1, 83 x a21oi_1
seq_area_frac_synth = 0.04644
synth-edff-count = 0
yosysUniqueCellTypes = 90
top_area_cell = ha_1
syn_avg_cell_area_um2 = 7.514
synth-main-ff-cell = dfrtp_1

[global_route]
grt_max_degree = 23
grt-ovfl-total = 0
antenna_found_initial = 0
grt_pass1_vias = 10930
grt_pass1_wl_um = 53340
grt_use_total = 0.2854

[routing]
drc_errors = 0
top_layer_used = met4
viasPerCell = 5.365
routed-wl-met2_um = 14970
num_antenna_cells = 0
routedWlPerCell_um = 15.63
routed_wl_um = 32790
drtPass1Iterations = 5
first_iter_violations = 520
via_count = 11260
ant_nets = 0
route.met3.wl_um = 1848
wl_met1_um = 15330

[clocking]
cts_root_buf = clkbuf_16
cts_tree = built
clock-sinks = 17
cts_buffer_depth = 2
cts_buffers = 3
cts-htree-levels = 1
clk_pin_slew_ns = 0.05

[pwr]
vdd_drop_max_uv = 7677
cellLeakagePower_nw = 7.724
power_density_mw_per_mm2 = 4408

[placed_design]
post_dp_cell_area_mm2 = 0.01352
placed_cells = 1939
hpwl_um = 24210
dp_slack_ns = -22.82
port_buffers = 38
place_congestion = 0.9330

[sta]
tightestPinTransition_ns = 0.6125
finalHoldViolCount = 0
rsz0062_at_grt = yes
worst_slack_ns = -21.75
post-route-min-period_ns = 22.75
max_freq_ghz = 0.04395
finalCritPeriodShare = 22.75
whs_ns = 0.2958
finalMaxSlewViolations = 0
finalSetupViolCount = 16
maxSlewHeadroom = 0.5892

[finish]
fillers = 1645
drive_gt1_frac = 0.4391
design_area_mm2 = 0.01540
final_core_util = 0.6824
stdcell_count = 2098
area_growth_pct = 68.16

[run]
maxCapViolCount = 0
warning_count = 47

[run_status]
violations = setup timing
outcome = complete, but fails checks
## cell usage in the layout (no fill, tap or decap), types with 42 or more instances in the layout
cell type,count
buf_4,535
ha_1,139
nor2_1,116
nand2_1,94
inv_1,87
a21oi_1,57
nor3_1,51
o21a_1,48
o21ai_0,42
## layer usage
| metal | track usage | up-vias |
|---|---|---|
| met5 | 0.008282 | - |
| met4 | 0.04570 | 0 |
| met3 | 0.03437 | 54 |
| met2 | 0.4777 | 299 |
| met1 | 0.4032 | 5258 |
| li1 | - | 5644 |
## worst min-delay path by stage
stage       endpoint  slack (ns)  depth (start not counted)
6_report  alu_out[0]        0.30                          2
5_1_grt   alu_out[2]        0.31                          2
4_1_cts   alu_out[2]        0.30                          2
## what timing repair did
action	CTS	global route
pin swaps	96	76
resized	166	73
setup buffers	111	49
gates cloned	0	0
hold buffers	0	0
endpoints found under the setup margin	33	21
## stage by stage
step / power, W / setup TNS (ns)
final: 0.06790 / -151.77
after global routing: 0.07242 / -159.94
after CTS: 0.06304 / -148.99
after detailed placement: 0.05108 / -165.14
after global placement: 0.05078 / -164.32
after floorplan: 0.03111 / -157.72
## logic make-up after synthesis
family	after synthesis	synth area share
AND/OR/NAND/NOR	406	0.2130
AND-OR/OR-AND	363	0.2766
adder cells (fa/ha/maj)	201	0.3054
buffers and inverters	137	0.05901
XOR/XNOR	57	0.05450
multiplexers	37	0.04466
flip-flops	17	0.04644
other	1	0.0004094
## registers in the layout (all words and copies together) (netlist names)
signal	count
valid	1
alu_out	16
## power by group
group / total (W) / internal (W) / switching [W]
clock network: 0.000796 / 0.000541 / 0.000255
registers: 0.000835 / 0.000785 / 0.0000494
logic: 0.0663 / 0.0374 / 0.0288
total: 0.0679 / 0.0388 / 0.0291
## cell type report
class	count	area, um^2	area share
multi-input combinational	1072	9178	0.5958
timing repair buffer	620	4969	0.3226
sequential	17	425.4	0.02762
inverter	100	396.6	0.02575
tap	285	356.6	0.02315
clock buffer	4	78.83	0.005117
Power is estimated from default activity; no workload was simulated.

File: flow/run.sh
#!/bin/bash
# OpenROAD 26Q1-2900-gdf79404cd8, Yosys 0.63+post, stock flow scripts
make -C /OpenROAD-flow-scripts/flow DESIGN_CONFIG=/design/flow/config.mk WORK_HOME=/design/flow/orfs finish
File: flow/constraint.sdc
current_design PE

set clk_period 8.8
set clk_io_pct 0.2

create_clock -name clk0 -period $clk_period [get_ports {clk}]

set non_clock_inputs [all_inputs -no_clocks]
set_input_delay [expr $clk_period * $clk_io_pct] -clock clk0 $non_clock_inputs
set_output_delay [expr $clk_period * $clk_io_pct] -clock clk0 [all_outputs]
File: flow/config.mk
export PLATFORM = sky130hd
export DESIGN_NAME = PE
export DESIGN_NICKNAME = PE
export VERILOG_FILES = /design/flow/design.v
export SDC_FILE = /design/flow/constraint.sdc
export NUM_CORES = 4
export LEC_CHECK = 1
export CORE_UTILIZATION = 50
File: flow/design.v
module PE #(
    n = 8
) (
    input clk,
    input nrst,
    input signed [n-1:0] X_in,
    input signed [n-1:0] Y_in,
    output logic signed [n-1:0] X_out,
    output logic signed [n-1:0] Y_out,
    output logic signed [2*n-1:0] result
);
always @(posedge clk, negedge nrst) begin
    if (!nrst) begin
        result <= 0;
        X_out <= 0;
        Y_out <= 0;
    end else begin
        X_out <= X_in;
        Y_out <= Y_in;
        result <= (Y_in * X_in) + result;
    end
end
endmodule
==> flow_summary.ini <==
; synthesis and place-and-route metrics
[detailed_routing]
vias = 2346
first_pass_iters = 4
viasPerCell = 4.817
wl_per_cell_um = 14.17
diodes = 0
drc = 0
drt_iter0_drc = 57
ant_nets = 0
wl_um = 6903

[finish]
syn_to_final_growth_pct = 19.00
fill_cells = 587
combGateArea_sq_mm = 0.002620
flop_area_sq_um = 800.8
final_core_util = 0.6297
drive_above_1_share = 0.03325
final_cell_mix = inv_1, fa_1, clkdlybuf4s50_1, ha_1, and2_1

[sta]
tightestPinTransition_ns = 0.5497
slew-limit-headroom = 0.6336
tns_ns = 0
timing.final.crit_share = 0.7574
fin_crit_ns = 6.665
final-setup-viol-count = 0
finalMaxSlewViolations = 0
rsz0062_at_grt = false
whs_ns = 0.5070
finClkSkew_ns = 0.001559
finalHoldViolCount = 0
max_clock_freq_mhz = 150.0

[logic_synthesis]
simple_gate_share = 0.1029
ys.flops = 32
yosys-stat-cells = 334
post_synth_fa_ha_maj_area_fraction = 0.5100
synth.comb.largest_family = adder cells
xor_share = 0.04741
syn-instance-count = 334
ys_chip_area_sq_mm = 0.003695
syn_area_sq_mm = 0.003695
synth.avg_cell_area_sq_um = 11.06
yosysSeqAreaShare = 0.2167
ys_sh_aoi = 0.04876
ys_sh_mux = 0
ys.warnings.count = 1
synth_cell_types = 30

[clock_network]
clk_latency_ns = 0.29
cts_buffer_depth = 2
cts.sinks = 32
cts_root_buffer = clkbuf_8
cts.htree.levels = 2
cts_buffers = 5
holdBufCountCts = 0
clk_pin_slew_worst_paths_ns = 0.08
postCtsSetupRepairBufs = 0
cts_tree = built
cts_resized = 0

[floorplan]
die_h_um = 87.96
initCoreUtil = 0.5292
fp.dieW_um = 87.96
rows = 30
pin_count = 50
chip_area_sq_mm = 0.007737
core_sq_mm = 0.006982

[global_route]
grt_pass1_wl_um = 12340
grt_pass1_vias = 2491
grt_start_max_net_pins = 33
grt-ovfl-total = 0
antenna_found_initial = 0
grt_usage = 0.2256

[critical_path]
max_stage_delay_ns = 0.68
timing.critical_path.cells = clkdlybuf4s50_1 > and2_1 > inv_1 > fa_1 > inv_1 > fa_1 > fa_1 > fa_1 > fa_1 > ha_1 > o21ai_0 > o21bai_1 > o211ai_1 > a31oi_1 > xnor2_1
cp.required_ns = 9.02
crit_top_cell = fa_1
critPathArrivalTime_ns = 6.88
crit_path_top_delay_cell = clkdlybuf4s50_1
cp_max_fo = 9
cp-end-kind = flip-flop
critPathKind = input port to flip-flop
cp-start-kind = input port

[min_path]
hold_path.class = flip-flop to flip-flop

[placed_design]
gp_congestion = 0.8164
hpwl_um = 5743
port_buffers = 49

[job]
warning_count = 27
drv_cap = 0

[outcome]
outcome = completed
routing by layer:
metal  part of all wire  vias up  global-route usage  wire [um]
met4             0.0075        0             0.01639         52
met2               0.42       70              0.3192       2903
met1               0.49     1151              0.3920       3362
met5                  0        -                   0          0
li1                   -     1120                   -          -
met3              0.085        5             0.06679        584
sequential cells by signal, summed over array words and instances (netlist names):
| register | flops |
|---|---|
| result | 16 |
| X_out | 8 |
| Y_out | 8 |
critical path, delay by kind of cell:
family | cells | cell delay, ns
adder cells (fa/ha/maj) | 6 | 2.89
buffers and inverters | 3 | 0.85
AND-OR/OR-AND | 4 | 0.72
AND/OR/NAND/NOR | 1 | 0.54
XOR/XNOR | 1 | 0.13
through the flow:
| step | std cells | area (sq um) | setup slack, ns |
|---|---|---|---|
| after floorplan | 334 | 3695 | 2.902 |
| after global placement | 479 | 4309 | 1.827 |
| after detailed placement | 479 | 4309 | 1.799 |
| after CTS | 487 | 4397 | 2.078 |
| after global routing | 487 | 4397 | 1.696 |
| final | 487 | 4397 | 2.135 |
area by class of cell:
class | instances | area share
clock inverters | 3 | 0.004269
clock buffers | 5 | 0.01565
flip-flops and latches | 32 | 0.1821
multi-input cells | 229 | 0.5959
well taps | 96 | 0.02732
inverters | 72 | 0.06147
repair buffers | 50 | 0.1133
cells in the mapped netlist:
cell      instances  share of area
a2111o_1          1         0.0030
a211o_1           1         0.0024
a211oi_1          2         0.0041
a21o_1            2         0.0041
a21oi_1           6         0.0081
a21oi_2           1         0.0024
a221oi_1          1         0.0024
a31oi_1           1         0.0017
and2_1           33          0.056
clkbuf_1          1         0.0010
clkinv_1          1         0.0010
dfrtp_1          32           0.22
fa_1             71           0.38
ha_1             37           0.13
inv_1            71          0.072
nand2_1          26          0.026
nand2b_1          1         0.0017
nand3_1           1         0.0014
nor2_1            9         0.0091
nor2b_1           1         0.0017
nor4_1            2         0.0034
o211ai_1          1         0.0020
o211ai_2          1         0.0034
o21ai_0           5         0.0068
o21ai_2           1         0.0024
o21bai_1          3         0.0061
or2_2             1         0.0017
or3_1             1         0.0017
xnor2_1          18          0.043
xor2_1            2         0.0047
final timing paths:
path | startpoint | to | slack [ns] | depth (start not counted)
setup / recovery | X_in[0] | result[15]$_DFF_PN0_ | 2.14 | 15
hold / removal | result[0]$_DFF_PN0_ | result[0]$_DFF_PN0_ | 0.51 | 1
setup reg to reg | result[4]$_DFF_PN0_ | result[14]$_DFF_PN0_ | 4.50 | 16
hold reg to reg | result[0]$_DFF_PN0_ | result[0]$_DFF_PN0_ | 0.51 | 1
max in group asynchronous | nrst | result[15]$_DFF_PN0_ | 6.63 | 2
min in group asynchronous | nrst | result[1]$_DFF_PN0_ | 1.87 | 2
cell families (layout without fill, tap and decap cells):
kind of cell	count (synthesis)	after routing
adders and majority gates	108	108
and+or+nand+nor	75	75
buffers and inverters	73	130
DFF	32	32
AOI/OAI and AO/OA	26	26
xor gates and xnor gates	20	20

`design.v`:
```
module delay_reg #(
    n = 8, delay = 4
) (
    input clk,
    input nrst,
    input signed [n-1:0] D_in,
    output signed [n-1:0] D_out
);
    reg signed [n-1:0] delay_arr [0:delay-1];
    assign D_out = delay_arr[0];
    always @(posedge clk, negedge nrst) begin
        if (!nrst) begin
            for (int i = 0; i < delay; i++) begin
                delay_arr[i] <= 0;
            end
        end else begin
            delay_arr[delay-1] <= D_in;
            for (int i = 0; i < delay-1; i++) begin
                delay_arr[i] <= delay_arr[i+1];
            end
        end
    end
endmodule
```
`run.sh`:
```
#!/bin/bash
# OpenROAD 26Q1-2900-gdf79404cd8, Yosys 0.63+post, stock flow scripts
make -C /OpenROAD-flow-scripts/flow DESIGN_CONFIG=/design/flow/config.mk WORK_HOME=/design/flow/orfs finish
```
`config.mk`:
```
export PLATFORM = sky130hd
export DESIGN_NAME = delay_reg
export DESIGN_NICKNAME = delay_reg
export VERILOG_FILES = /design/flow/design.v
export SDC_FILE = /design/flow/constraint.sdc
export NUM_CORES = 4
export LEC_CHECK = 1
export CORE_AREA = 10 10 88 88
export DIE_AREA = 0 0 98 98
```
`constraint.sdc`:
```
current_design delay_reg

set clk_period 1.0
set clk_io_pct 0.2

create_clock -name clk0 -period $clk_period [get_ports {clk}]

set non_clock_inputs [all_inputs -no_clocks]
set_input_delay [expr $clk_period * $clk_io_pct] -clock clk0 $non_clock_inputs
set_output_delay [expr $clk_period * $clk_io_pct] -clock clk0 [all_outputs]
```
==> results.toml <==
# yosys + openroad results
[final_timing]
finalHoldViolCount = 0
drv_slew = 0
min_period_ns = 0.950
rsz0062_at_grt = "no"
setup_tns_ns = 0
period_used_pct = 95.0
final.setup_skew_ns = 0.00185
timing.fmax_mhz = 1050
hold-worst-slack_ns = 0.300
setup_viol = 0
relSlewSlack_pct = 89.3
tightestPinTransition_ns = 0.161

[floorplan]
chipWidth_um = 98
die_area_um2 = 9600
rows = 28
die_y_um = 98
pin_count = 18
initial_core_util_pct = 13.5
core_um2 = 5920

[global_route]
grt_max_degree = 33
antenna_found_initial = 0
overflow = 0
grt_pass1_vias = 345
grt_usage_pct = 2.31
grt_pass1_wl_mm = 1.80

[placed_design]
place.gp.congestion = 0.658
placed_cells = 125
port_buffers = 17

[clocking]
ctsHoldBuffers = 0
clock_latency_ns = 0.27
clk_path_buf_depth = 2
cts_buffers = 5
post-cts-setup-buffers = 0
h-tree-depth = 2
cts_tree = "yes"
clockRootBuffer = "clkbuf_8"
cts_resized = 24
clk_pin_slew_worst_paths_ns = 0.06
clkSinkCount = 32

[power_and_ir_drop]
clkPwrFrac_pct = 44.1
switching_power_uw = 463
power.internal_mw = 2.14
p_comb_share_pct = 3.2
pwr-share-seq_pct = 52.7
p_leak_nw = 0.503
p_total_mw = 2.61
switching_share_pct = 17.8
max-vdd-ir-drop_v = 0.000666
p_per_area_nw_per_um2 = 2260

[drt]
wl_met3_um = 185
first_pass_iters = 2
wl_met1_um = 621
wl_per_cell_um = 8.40
initialDrtViolationCount = 34
vias = 308
post_drt_via_cell_ratio = 2.32
highest_layer = "met4"
diodes = 0
route.met2.wl_um = 303
drc = 0
ant_nets = 0
routed_wl_mm = 1.12

[finish]
fillers = 611
syn_to_final_growth_pct = 44.4
top_register = "delay_arr"
reg_top3 = "delay_arr (32)"
comb.multi_input.count = 0
drive_gt1_share_pct = 29.3
logic_area_um2 = 0
fin_cells = 133
largest_reg_flops = 32

[critical_path]
critical_path.cell_chain = "buf_2"
crit_slowest_cell = "dfrtp_1"
cp.required_ns = 0.80
cp_num_buf_inv = 1
start_kind = "register"
cpPeakStageDelay_ns = 0.37
critPathArrivalTime_ns = 0.75
r2r_slack_ns = 0.52
ff2ff_path_depth = 0
cp-end-kind = "output port"
crit_type = "reg -> out"
cp_top_family = "flip-flops"
path_depth = 1
cp_max_fo = 1

[synthesis]
ys_seq_share_pct = 100
ys_chip_area_um2 = 801
ys_cells = 32
synth_cell_types = 1
synth.cell_area_um2 = 801
ys.flops = 32
synth_cells = 32
synth_area_per_cell_um2 = 25.0
yosysWarnings = 2

[hold_path]
min_path_type = "in -> async"

[flow_run]
warnings = 25
maxCapViolCount = 0

[run_status]
status = "complete, no violations"
==> metal layers <==
metal / vias to the layer above / track usage [%]
met4: 0 / 0.559
met2: 20 / 1.98
li1: 146 / -
met1: 140 / 3.55
met3: 2 / 2.20
met5: - / 0
==> layout by cell type (no fill, tap or decap), drive strengths merged <==
master,synthesis,final
buf,0,9
clkinv,0,1
dfrtp,32,32
clkinvlp,0,1
clkbuf,0,5
clkdlybuf4s50,0,9
bufinv,0,1
==> metrics by stage <==
stage | util, % | instance area (um^2) | setup WS, ns
after detailed placement | 18.3 | 1080 | 0.00341
after global routing | 19.5 | 1160 | 0.0131
after floorplan | - | 801 | 0.488
final | 19.5 | 1160 | 0.0499
after global placement | 18.3 | 1080 | 0.0166
after CTS | 19.5 | 1160 | 0.0328
==> synthesized netlist by cell type <==
cell,n,area share [%]
dfrtp_1,32,100
==> path summary, 6_finish.rpt <==
| path | startpoint | to |
|---|---|---|
| setup / recovery | delay_arr[0][6]$_DFF_PN0_ | D_out[6] |
| min in group clk0 | delay_arr[1][0]$_DFF_PN0_ | delay_arr[0][0]$_DFF_PN0_ |
| max in group asynchronous | nrst | delay_arr[3][3]$_DFF_PN0_ |
| hold / removal | nrst | delay_arr[2][0]$_DFF_PN0_ |
| hold reg to reg | delay_arr[1][0]$_DFF_PN0_ | delay_arr[0][0]$_DFF_PN0_ |
| setup reg to reg | delay_arr[3][5]$_DFF_PN0_ | delay_arr[2][5]$_DFF_PN0_ |
==> logic make-up (layout without fill, tap and decap cells) <==
family	count (synthesis)	count (layout)	share of synthesized area (%)
flip-flops	32	32	100
buffers and inverters	0	26	0
==> area by class of cell <==
class | count | area, um^2 | area share, %
Sequential cell | 32 | 801 | 69.3
Timing Repair Buffer | 18 | 150 | 13.0
Tap cell | 75 | 93.8 | 8.12
Clock buffer | 5 | 68.8 | 5.95
Clock inverter | 3 | 42.5 | 3.68
==> power by group through the flow <==
stage,logic [mW],registers (mW),clock network (mW)
6_report,0.0831,1.37,1.15
5_1_grt,0.0957,1.38,1.24
4_1_cts,0.0869,1.37,1.19
Power figures rest on the tool's default switching activity, not on a simulated workload.
